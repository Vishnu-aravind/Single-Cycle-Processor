==> design.v <==
module Instruction_Memory(read_addr, Instr_out);
    input [31:0]read_addr;
    output [31:0]Instr_out;
    reg [31:0]mem1[84:0];
initial begin
    mem1[0]  <= 32'b00000000010011111000001001100111;  
    mem1[4]  <= 32'b00000000000001010000000010110011;  
    mem1[8]  <= 32'b00000000000000111000010100110011;  
    mem1[12] <= 32'b00000000000000010000001110110011;     
    mem1[16] <= 32'b00000000000001011000000100110011;
    mem1[20] <= 32'b00000000000000111000010110110011;
    mem1[24] <= 32'b00000000000000011000001110110011;
    mem1[28] <= 32'b00000000000001100000000110110011;
    mem1[32] <= 32'b00000000000000111000011000110011;
    mem1[36] <= 32'b00000000000000100000001110110011;
    mem1[40] <= 32'b00000000000001101000001000110011;
    mem1[44] <= 32'b00000000000000111000011010110011;
    mem1[48] <= 32'b00000001010000000000101100010011;  
    mem1[52] <= 32'b00000001011011110010000000100011;  
    mem1[56] <= 32'b00000000010011111000001001100111;  
    mem1[60] <= 32'b00000001100000000000111100010011;  
    mem1[64] <= 32'b00000001110011101111110010110011;  
end
assign Instr_out = mem1[read_addr];
endmodule
==> run.sh <==
#!/bin/bash
# OpenROAD 26Q1-2900-gdf79404cd8, Yosys 0.63+post, stock flow scripts
make -C /OpenROAD-flow-scripts/flow DESIGN_CONFIG=/design/flow/config.mk WORK_HOME=/design/flow/orfs finish
==> config.mk <==
export PLATFORM = sky130hd
export DESIGN_NAME = Instruction_Memory
export DESIGN_NICKNAME = Instruction_Memory
export VERILOG_FILES = /design/flow/design.v
export SDC_FILE = /design/flow/constraint.sdc
export NUM_CORES = 4
export LEC_CHECK = 1
export CORE_AREA = 10 10 70 70
export DIE_AREA = 0 0 80 80
==> constraint.sdc <==
current_design Instruction_Memory

set clk_period 1.5
set clk_io_pct 0.2

create_clock -name clk0 -period $clk_period

set non_clock_inputs [all_inputs -no_clocks]
set_input_delay [expr $clk_period * $clk_io_pct] -clock clk0 $non_clock_inputs
set_output_delay [expr $clk_period * $clk_io_pct] -clock clk0 [all_outputs]
==> reports/results.ini <==
[die]
rows=21
design.core.area_um2=3420
floorplan_utilization_pct=16.0
fp.dieH_um=80
io_pins=64
fp.dieW_um=80
dieArea_um2=6400

[logic_synthesis]
synthSimpleGateAreaFrac_pct=23.4
logic_family=buffers and inverters
post_synth_inst_count=79
yosysChipArea_um2=546
ys_seq_share_pct=0
synthesis.yosys.warnings=1
postSynthAreaPerCell_um2=6.91
synth_area_um2=546
synth.cellmix.adderShare_pct=18.3
synth_top_area_share_pct=20.6
synth-cells-yosys=79
compound_area_share_pct=24.8
synth_area_leader_cell=buf_4
area_leaders=buf_4, ha_1, nand2_1
post_synth_mux_area_share_pct=1.83
yosys.cell_types.count=29
xor_share_synth_pct=1.61

[drt]
detail_route.antenna_diodes=0
drtIter0Drc=19
wl_per_cell_um=12.8
routed_wirelength_um=2220
ant_nets=0
drtPass1Iterations=4
via_per_inst=3.95
vias=684
drt_drc_violations_left=0

[layout]
final.clkbuf_count=0
final-instance-count-excl-fill=173
finish.instance_area_um2=1120
postLayoutCoreUtil_pct=32.8
final_cell_mix=buf_4, conb_1, buf_6
seq_cell_count=0
final-seq-area_um2=0
layout.cells.most_common=buf_4
areaGrowthSynthToFinish_pct=105
drive_gt1_share_pct=54.3

[worst_setup_path]
setup.worst_path.class=in2out
cp_data_arrival_time_ns=1.39
critical_path_endpoint_category=output port
timing.critical_path.fanout_max=4
req_time_crit_path_ns=1.20
cp-start-kind=input port

[place]
port_buffers=26
numPlacedInstances=163
standard_cell_area_after_detailed_placement_um2=936
place_hpwl_um=1540
last_weighted_congestion_value_of_the_routability_driven_placer=0.816

[final_timing]
slew_viol_final=0
report.final.setup_viol=11
fin_ws_ns=-0.190
fin_crit_ns=1.69
finalHoldViolCount=0
rsz0062_at_grt=true
finalCritPeriodShare_pct=113
fmaxAchievable_ghz=0.592

[power]
static-leakage-power_nw=0.524
power_density_nw_per_um2=266
peakVddDrop_v=0.000109

[global_route]
gr-usage-all-layers_pct=6.23
grt_max_degree=11
vias_in_the_first_global_route=697
grt_first_pass_wirelength_um=3390
grt_remaining_overflow=0
number_of_antenna_violations_at_the_first_check_in_global_routing=0

[job]
maxCapViolCount=0
stage_log_warnings=67

[status]
violations=negative setup slack
outcome=complete, but fails checks

[hold_path]
path_category_of_the_worst_min_delay_check=in2out

[routing by layer]
metal / GRT usage, % / share of wire (%)
met1: 7.78 / 43
met2: 11.5 / 53
met3: 1.02 / 3.5
met4: 0 / 0
met5: 0 / 0
[cell type report]
class,instances,area [um2]
multi-input combinational,65,529
timing repair buffer,58,510
inverter,4,22.5
tap,46,57.6
fill,339,2300
[power breakdown]
part           total, mW  internal (mW)  switching (mW)
combinational      0.298          0.177           0.121
sequential             0              0               0
clock                  0              0               0
[cell families after synthesis]
| logic type | count (synthesis) |
|---|---|
| multiplexers | 1 |
| buffers and inverters | 23 |
| AND-OR/OR-AND | 19 |
| AND/OR/NAND/NOR | 25 |
| adder cells (fa/ha/maj) | 8 |
| other | 2 |
| XOR/XNOR | 1 |
[final timing paths]
kind	slack, ns	depth (start not counted)	endpoint	from
min	1.05	4	Instr_out[9]	read_addr[6]
max	-0.19	7	Instr_out[9]	read_addr[2]
[worst max-delay path, cell delays in order]
cell	delay [ns]
buf_8	0.10
buf_6	0.12
ha_4	0.15
or2b_1	0.27
buf_6	0.14
a311oi_2	0.19
buf_2	0.13
[repair_timing]
| item | in CTS | in global routing |
|---|---|---|
| hold buffers | 0 | 0 |
| pin swaps | 12 | 7 |
| setup endpoints to repair | 21 | 18 |
| gates resized | 93 | 11 |
| cloned | 1 | 0 |
| setup buffers | 7 | 3 |
[stage by stage]
stage	power, mW	setup WS (ns)	hold WS, ns	TNS, ns
2_1_floorplan	0.111	0.0894	0.666	0
3_3_place_gp	0.246	-0.970	1.63	-15.82
3_5_place_dp	0.245	-0.989	1.63	-15.72
4_1_cts	0.285	-0.189	1.05	-1.15
5_1_grt	0.327	-0.243	1.08	-1.70
6_report	0.298	-0.190	1.05	-1.14
[cell usage after synthesis, types with 3 or more instances]
cell type	count
nor2_1	5
buf_2	3
nand2_1	9
a21oi_1	6
nand2b_1	3
ha_1	8
buf_4	15
Power figures rest on the tool's default switching activity, not on a simulated workload.
