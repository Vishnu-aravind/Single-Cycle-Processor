$ cat /design/flow/run.sh
#!/bin/bash
# OpenROAD 26Q1-2900-gdf79404cd8, Yosys 0.63+post, stock flow scripts
make -C /OpenROAD-flow-scripts/flow DESIGN_CONFIG=/design/flow/config.mk WORK_HOME=/design/flow/orfs finish
$ cat /design/flow/config.mk
export PLATFORM = sky130hd
export DESIGN_NAME = ALU
export DESIGN_NICKNAME = ALU
export VERILOG_FILES = /design/flow/design.v
export SDC_FILE = /design/flow/constraint.sdc
export NUM_CORES = 4
export LEC_CHECK = 1
export CORE_UTILIZATION = 40
$ cat /design/flow/constraint.sdc
current_design ALU

set clk_period 21.2
set clk_io_pct 0.2

create_clock -name clk0 -period $clk_period

set non_clock_inputs [all_inputs -no_clocks]
set_input_delay [expr $clk_period * $clk_io_pct] -clock clk0 $non_clock_inputs
set_output_delay [expr $clk_period * $clk_io_pct] -clock clk0 [all_outputs]
$ cat /design/flow/design.v
module ALU (A,B,ALUcontrol_In,ALUResult,zero);
    input [31:0] A,B;
    input [3:0] ALUcontrol_In;
    output reg [31:0] ALUResult;
    output reg zero;
always@(*) begin
    case (ALUcontrol_In)
    4'b0000: ALUResult <= A&B;
    4'b0001: ALUResult <= A|B;
    4'b0010: ALUResult <= A+B;
    4'b0110: ALUResult <= A-B;
    4'b1000: ALUResult <= A << B;
    4'b1001: ALUResult <= A >> B;
    4'b1011: ALUResult <= A >> B;
    default: ALUResult <= 0;
    endcase
end
always@(ALUResult) begin
    if(ALUResult == 32'b0 ) begin
        zero <= 1;
    end
    else begin
        zero <= 0;
    end
end
endmodule
==> git commit body <==
Store results of the implementation flow

- Crit path arrival time: about 11 ns
* Worst hold margin: roughly 9.7 ns
- Entering global routing, the biggest net connects 58 pins.
- Antenna Diode Count: 0
* Number of optimization iterations in the first detailed-route pass: 48
* Biggest area contributors in the synthesized netlist: sky130_fd_sc_hd__mux4_2 (14%), sky130_fd_sc_hd__mux2i_1 (8.2%), sky130_fd_sc_hd__nand2_1 (6.4%), sky130_fd_sc_hd__ha_1 (5.7%), sky130_fd_sc_hd__o21ai_0 (4.2%)
* RSZ-0062 raised after global routing: false
* IO Count: 101
- OpenROAD emitted warnings numbering 34.
- In the finished design, the share of the clock period the worst path needs comes to 0.7153.
* Switching power share of the total: 0.5909
* Highest ir drop seen on vdd: between 0.000015 and 0.00002 V
- Critical path launch point type: primary input
- Xor/xnor share of the synthesized area: 0.05073
- Routed wire length per instance: roughly 28 um
* Total of warnings raised by yosys: 1
- The internal portion of the total power is slightly below 100 uW.
* Routed vias/inst: roughly 7
* Synth Area in Simple Gates: 0.2540
- The cell count after synthesis came out at between 1k and 1.5k.
- Mux cell area share after synthesis: 0.2784
- The worst hold path was traced through 4 stages.
* Die ar.: ~0.019 mm^2
* Path category of the worst min-delay check: primary input to output port
- Compound-gate portion of the synthesized area: 0.2646
- The largest total area in the synthesized netlist belongs to sky130_fd_sc_hd__mux4_2.
- There are 0 flip-flops and latches.
- Per the detail_route report, DRC violations left total 14.
- Power spread over the standard cell area amounts to 27.83 mW/mm^2.
- The critical path maximum fanout is 55.
- Number of buffers inserted by hold repair at cts: 0
- Per the layout area report, the register area comes to 0 um^2.
- In this run the static leakage power is approximately 0.0031 uW.
- Vias in the first global route: slightly above 8k
- Number of max-cap violations: 0
- The floorplan step set the die width to 138.2 um.
- Critical path origin: B[0]
- The final reports fail on design-rule violations.
- In this run the post-CTS setup repair buffer count came out at 0.
- Run status: finished with violations
- Number of max-slew violations in the final report: 0
- The commonest cells after synthesis are sky130_fd_sc_hd__nand2_1 (126), sky130_fd_sc_hd__o21ai_0 (63), sky130_fd_sc_hd__a21oi_1 (62).
- Max Fclk: 0.06595 GHz
- Critical path endpoint category: output port
- Share of layout cells above drive strength 1: 0.1076
- Counting I/O delays and the setup requirement, the final critical path takes 15.16 ns.
- The stat command in Yosys gives a chip area of between 0.007 and 0.008 mm^2.
- The share of the Yosys chip area taken by registers is 0.
- Adder-cell share of the synthesized area: 0.08562
- Of the post-synthesis cell area, the dominant cell type holds 0.1396.
* Total of buffers placed on input and output ports: roughly 100
- Total global routing track utilization: 0.3844
- The slew check shows that the tightest pin keeps a relative margin of 0.3395.
- Sequential share of power: 0
* CP required: approximately 17 ns
* Transition time at the pin with the least slew margin: 0.9780 ns
* Clock network fraction of total power: 0
- Main logic family after synthesis: multiplexers
* Grt ovf: 0
* Total Routed Length: about 36000 um
- Chip Height: 138.2 um
- The endpoint of the worst hold path is reported as ALUResult[2].
- Type of the worst setup path: primary input to output port
- In this run, post-CTS repair resized a total of 0 instances.
- For this run, the final setup violation count is recorded as 0.
- For this configuration, the core starts out at a cell density of 0.4104.
- Cell count in the Yosys report: between 1k and 1.5k
- Detailed routing inserted a total of around 9.0k vias.
- Hold Startpoint: B[2]
- The initial antenna violation count is 0.
- Num rows: slightly below 50
* Mapped cell area: 0.007423 mm^2
* Placeable Area: between 0.015 and 0.02 mm^2
* Combinational power share: 1.000
- For this run the top cell type by instance count after synthesis was sky130_fd_sc_hd__nand2_1.
- The detail route stage leaves a number of antenna-violating nets equal to 0.
- Final standard cell utilization of the core: 0.4700
- Once iteration 0 of detailed routing completed, the report listed roughly 940 DRC markers.
- The layout has 0 clock buffers.
* Total negative slack: 0 ns
* Wire length of the first global-routing pass: 54140 um
- In this run the mean area of a mapped cell was between 7 and 8 um^2.
* Power dissipated by switching net loads: approximately 140 uW
- Detail Placement HPWL: approximately 29000 um
* Global placement routability congestion: between 1 and 1.5
- The final hold violation count recorded for this run is 0.
- The area growth from synthesis to layout is 14.51%.
- Yosys cell types: 83
cell families (layout without fill, tap and decap cells):
logic type	after synthesis	after routing
mux	135	135
simple gates	380	380
fa+ha+maj	54	54
xor+xnor	43	43
buf+inv	108	148
compound gates	290	290
area by class of cell:
| cell class | count | area (um^2) |
|---|---|---|
| Fill cell | 1849 | 9585 |
| Multi-Input combinational cell | 902 | 6939 |
| Timing Repair Buffer | 127 | 1196 |
| Inverter | 21 | 78.83 |
| Tap cell | 229 | 286.5 |
power by group through the flow:
stage / logic (uW) / clock network (uW) / registers [uW]
4_1_cts: 231 / 0 / 0
5_1_grt: 251 / 0 / 0
6_report: 237 / 0 / 0
worst max-delay path, cell delays in order:
cell,delay (ns)
sky130_fd_sc_hd__buf_2,0.09
sky130_fd_sc_hd__buf_4,0.31
sky130_fd_sc_hd__inv_2,0.10
sky130_fd_sc_hd__buf_4,0.50
sky130_fd_sc_hd__ha_1,0.31
sky130_fd_sc_hd__nand3_1,0.13
sky130_fd_sc_hd__or2_2,0.30
sky130_fd_sc_hd__nor4_1,0.50
sky130_fd_sc_hd__nand2_1,0.25
sky130_fd_sc_hd__nor2_1,0.25
sky130_fd_sc_hd__a21oi_1,0.11
sky130_fd_sc_hd__xnor2_1,0.17
sky130_fd_sc_hd__ha_1,0.39
sky130_fd_sc_hd__and2_1,0.25
sky130_fd_sc_hd__and3_1,0.21
sky130_fd_sc_hd__a221oi_1,0.54
sky130_fd_sc_hd__nand2b_1,0.19
sky130_fd_sc_hd__o211ai_1,0.09
sky130_fd_sc_hd__a211o_1,0.29
sky130_fd_sc_hd__or4_1,0.54
sky130_fd_sc_hd__nor4_2,0.28
sky130_fd_sc_hd__nand4_1,0.19
sky130_fd_sc_hd__nor4_2,0.15
sky130_fd_sc_hd__clkdlybuf4s50_1,0.48
cells in the final DEF (no fill, tap or decap), drive strengths merged, types with 9 or more instances in the layout:
cell type,synthesis,final
o211ai,18,18
maj3,19,19
nor3,35,35
a211oi,11,11
a22oi,10,10
nand2,126,126
a21oi,62,62
a32oi,10,10
xor2,16,16
inv,21,21
nor4,23,23
ha,34,34
o21ai,65,65
nand2b,14,14
a31oi,13,13
nor2,61,61
buf,32,29
mux4,52,52
o31ai,11,11
clkdlybuf4s50,0,98
nand3,40,40
mux2,21,21
nand4,17,17
mux2i,62,62
xnor2,27,27
o22ai,9,9
nor2b,14,14
worst max path at each step:
stage / endpoint / slack (ns) / depth (start not counted)
CTS: zero / 6.14 / 24
finish: zero / 6.04 / 24
global route: zero / 5.46 / 24
metal layers:
metal,GRT usage,share of wire,up-vias
met5,0,0,-
li1,-,-,4042
met3,0.07060,0.10,86
met2,0.5921,0.45,533
met4,0.09935,0.035,0
met1,0.5628,0.42,4362
per-stage QoR:
| step | area (um^2) | setup slack, ns | instances | total power, uW |
|---|---|---|---|---|
| after floorplan | 7423 | 7.420 | 1010 | 146.0 |
| after global placement | 8501 | 6.301 | 1279 | 230.9 |
| after detailed placement | 8501 | 6.166 | 1279 | 229.3 |
| after CTS | 8501 | 6.143 | 1279 | 230.5 |
| after global routing | 8501 | 5.459 | 1279 | 251.1 |
| final | 8501 | 6.036 | 1279 | 236.5 |
Power is estimated from default activity; no workload was simulated.
