$ cat design/flow/run.sh
#!/bin/bash
# OpenROAD 26Q1-2900-gdf79404cd8, Yosys 0.63+post, stock flow scripts
make -C /OpenROAD-flow-scripts/flow DESIGN_CONFIG=/design/flow/config.mk WORK_HOME=/design/flow/orfs finish
$ cat design/flow/config.mk
export PLATFORM = sky130hd
export DESIGN_NAME = Register_File
export DESIGN_NICKNAME = Register_File
export VERILOG_FILES = /design/flow/design.v
export SDC_FILE = /design/flow/constraint.sdc
export NUM_CORES = 4
export LEC_CHECK = 1
export CORE_UTILIZATION = 40
$ cat design/flow/constraint.sdc
current_design Register_File

set clk_period 12.3
set clk_io_pct 0.2

create_clock -name clk0 -period $clk_period

set non_clock_inputs [all_inputs -no_clocks]
set_input_delay [expr $clk_period * $clk_io_pct] -clock clk0 $non_clock_inputs
set_output_delay [expr $clk_period * $clk_io_pct] -clock clk0 [all_outputs]
$ cat design/flow/design.v
module Register_File(RegWrite, Rs1, Rs2, Rd, Write_data, Read_data1, Read_data2);
    input RegWrite;
    input [4:0]Rs1, Rs2, Rd;
    input [31:0]Write_data;
    output [31:0]Read_data1, Read_data2;
    reg [31:0]reg_file[31:0];
initial begin
    reg_file[0] = 32'b0;
    reg_file[1] = 32'd1;
    reg_file[2] = 32'd2;
    reg_file[3] = 32'd3;
    reg_file[4] = 32'd32;
    reg_file[5] = 32'd5;
    reg_file[6] = 32'b1;
    reg_file[7] = 32'b1;
    reg_file[8] = 32'b1;
    reg_file[9] = 32'b1;
    reg_file[10] = 32'd5;
    reg_file[11] = 32'd6;
    reg_file[12] = 32'd7;
    reg_file[13] = 32'd8;
    reg_file[14] = 32'b1;
    reg_file[15] = 32'b1;
    reg_file[16] = 32'b1;
    reg_file[17] = 32'd3;
    reg_file[18] = 32'b1;
    reg_file[19] = 32'b1;
    reg_file[20] = 32'b1;
    reg_file[21] = 32'b1;
    reg_file[22] = 32'b1;
    reg_file[23] = 32'b1;
    reg_file[24] = 32'b1;
    reg_file[25] = 32'b1;
    reg_file[26] = 32'b1;
    reg_file[27] = 32'b1;
    reg_file[28] = 32'd2;
    reg_file[29] = 32'd5;
    reg_file[30] = 32'd2;
    reg_file[31] = 32'd44;
end
always@(*) begin
        case(RegWrite) 
            1'b1 : reg_file[Rd] <= Write_data;
            default : reg_file[Rd] <= 32'b0;
        endcase
end
assign Read_data1 = reg_file[Rs1];
assign Read_data2 = reg_file[Rs2];
endmodule
==> CHANGELOG.md <==
### Changed

* Post-synth cell types at about 64
* Max-slew violation count at 0
* Leak at approximately 13 nW
* First-pass GRT wire length at roughly 280 mm
* HP Class: in -> out
* Slew @ Worst Pin at about 1.2 ns
* Cell area leaders: dlxtn_1 (53%), a22oi_1 (19%), nand2_1 (3.0%), nand4_1 (2.6%), buf_2 (2.2%)
* DRC viols at 0
* Max reg flops at a little over 1k
* Post-synth ARST share at 0%
* Synthesized area at slightly below 0.03 mm²
* Highest routed layer: met5
* Std-Cell Rows at about 98
* Tot Pwr at approximately 910 µW
* Placer's final routability congestion estimate at 1.14
* WP data arrival at roughly 7.4 ns
* Die Span X at 272 µm
* Top flop regs: reg_file x1024
* Crit end category: output pin
* Max rail drop VDD at 0.0296 mV
* Number of setup buffers added after CTS at 0
* Area added between synthesis and finish at 10.5%
* CP max FO at 39
* Final min period at between 9 and 10 ns
* Endpoints left unconstrained at slightly above 1k
* Initial DRC Count at a little over 5k
* Most flops, register: reg_file
* Number of max-cap violations at 0
* Finished Layout Cells at ~4.2k
* Ys cells at 3188
* Drt first pass iters at 7
* Dpl cells at about 4.2k
* Via count at roughly 34k
* WL/cell at around 50 µm
* # IOs at 112
* Avg Cell Area, Syn at around 9.1 µm²
* Period utilization at around 80%
* Largest area contributor in the netlist: dlxtn_1
* YS chip area at about 0.029 mm²
* Sw frac at about 55%
* M1 WL at between 70 and 80 mm
* Post-Layout Inst Area at around 0.032 mm²
* Post-route ant nets at 0
* Init Core Util at 40.6%
* Slew margin rel. at around 17%
* Vias per inst at approximately 8.0
* Post-Route WL at approximately 210 mm
* Total gr overflow at 0
* Fmax at 0.102 GHz
* Cell Pwr Density at between 20 and 30 mW/mm²
* Fraction of layout cells with a size suffix above 1 at around a tenth
* Sw power at a little under 500 µW
* Ys flops at 1024
* GRT Total Usage at slightly below 60%
* Kind of critical path: in -> out
* Die Y-Extent at 272 µm
* Synth Instances at between 3k and 4k
* Register pins left without a clock at 1024
* Status: complete, no violations
* Met3 WL post-DR at 42.0 mm
* Hold Buf Count CTS at 0
* YS warnings at 2
* Pint at around 410 µW
* Initial antenna violation count at 25
* HPWL after DPL at between 100 and 150 mm
* Util after Layout at between 40% and 50%
* Dominant flop cell: dlxtn_1
* Post-Place Worst Slack at around 3.1 ns
* Core Box Area at 0.0717 mm²
* Largest net degree at the start of global routing at 40
* Setup violators final at 0
* WL met2 at ~80 mm
* Vias in the first global route at approximately 33k
* Required @ worst endpoint at approximately 9.8 ns
* Worst setup SP type: input port
* Worst setup margin at 2.49 ns
* Post-cts resize count at 0
* Hold Slack at 6.03 ns
* Setup tns final at 0 ns
* Chip area at between 0.07 and 0.08 mm²
* Final hold violation count at 0
* Post-synth EDFFs at 0
* Total tool warning count at 32
* RSZ-0062 raised after global routing: false
* Dominant cell area share at a little over half
* Placed cell area at around 0.032 mm²
* Port buffer count at about 110
==> logic make-up after synthesis <==
group | count (synthesis) | synth area share [%]
AND-OR/OR-AND | 1058 | 27.1
buffers and inverters | 237 | 3.79
latches | 1024 | 52.9
multiplexers | 75 | 2.70
AND/OR/NAND/NOR | 794 | 13.6
==> cells in the mapped netlist, types with 15 or more instances <==
library cell / count
a21oi_1: 78
a221oi_1: 26
a222oi_1: 22
a22o_1: 40
a22oi_1: 745
a31oi_1: 20
a32oi_1: 17
and2_1: 40
buf_2: 126
buf_4: 15
clkbuf_1: 80
dlxtn_1: 1024
mux2_2: 18
mux2i_1: 56
nand2_1: 230
nand3_1: 43
nand4_1: 121
nor2_1: 155
nor2_2: 22
nor2b_1: 20
nor3_1: 70
nor4_1: 24
o21ai_0: 30
o32a_1: 15
==> cell type report <==
| class | instances | area [µm²] |
|---|---|---|
| antenna | 30 | 75.1 |
| sequential | 1024 | 15400 |
| multi-input combinational | 1927 | 13100 |
| tap | 950 | 1190 |
| timing repair buffer | 295 | 2450 |
| fill | 6879 | 39500 |
| inverter | 7 | 26.3 |
==> worst paths after layout <==
path / endpoint / slack (ns) / cells past startpoint / startpoint
worst min-delay path: Read_data1[24] / 6.03 / 4 / Rs1[1]
worst max-delay path: Read_data1[9] / 2.49 / 10 / Rs1[1]
==> layout by cell type (no fill, tap or decap), drive strengths merged, types with 15 or more instances in the layout <==
cell and instances:
a21oi 78, a221oi 26, a222oi 22, a22o 40, a22oi 745, a31oi 20, a32oi 17, and2 40
buf 193, clkdlybuf4s50 102, diode 30, dlxtn 1024, mux2 18, mux2i 56, nand2 231, nand3 43
nand4 121, nor2 181, nor2b 20, nor3 72, nor4 24, o21ai 30, o32a 15
==> worst max-delay path: stages <==
cell and delay (ns):
buf_2 0.31, buf_4 0.59, or3_1 0.85, nor2_4 0.40, buf_4 0.45, a22oi_1 0.40
o211ai_1 0.16, a2111oi_0 1.04, a21oi_1 0.17, clkdlybuf4s50_1 0.46
==> layer usage <==
layer	track usage, %	up-vias
met3	43.4	1473
met5	8.34	-
met4	41.8	27
li1	-	12300
met1	68.5	16000
met2	74.5	4090
Power is estimated from default activity; no workload was simulated.
